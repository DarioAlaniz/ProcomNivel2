$ cat ./config.mk
export PLATFORM = sky130hd
export DESIGN_NAME = Multiplicador
export DESIGN_NICKNAME = Multiplicador
export VERILOG_FILES = /design/flow/design.v
export SDC_FILE = /design/flow/constraint.sdc
export NUM_CORES = 4
export LEC_CHECK = 1
export CORE_UTILIZATION = 50
$ cat ./constraint.sdc
current_design Multiplicador

set clk_period 14.2
set clk_io_pct 0.2

create_clock -name clk0 -period $clk_period

set non_clock_inputs [all_inputs -no_clocks]
set_input_delay [expr $clk_period * $clk_io_pct] -clock clk0 $non_clock_inputs
set_output_delay [expr $clk_period * $clk_io_pct] -clock clk0 [all_outputs]
$ cat ./design.v
module Multiplicador
#(
parameter N_WORDS = 16,
parameter NB_DATA = 8
)
(
    output [NB_DATA*2 + $clog2(N_WORDS/2) - 1:0]    o_data  ,
    input  [N_WORDS*NB_DATA-1:0]                    i_data  
);
localparam N_WORD_POT2 = 2**$clog2(N_WORDS);  
wire signed [NB_DATA-1:0] matrix_input [N_WORD_POT2:0] ;  
generate
    genvar ptr1;
    for (ptr1 = 0 ;ptr1<N_WORD_POT2 ;ptr1=ptr1+1) begin
        if (ptr1 < N_WORDS) begin
           assign matrix_input[ptr1] = i_data[(ptr1+1)*NB_DATA-1 -: NB_DATA];  
        end
        else begin
           assign matrix_input[ptr1]={NB_DATA{1'b0}}; 
        end
    end
endgenerate
wire signed [(NB_DATA*2) - 1: 0] multi [(N_WORD_POT2/2):0];  
generate
    genvar ptr2;
    if(N_WORDS==1)begin
        assign multi[0] = matrix_input[0];
    end
    else if (N_WORDS%2==0)begin:ParProducto
        for (ptr2 = 0 ;ptr2<N_WORD_POT2 ;ptr2 = ptr2+2) begin
            assign multi[ptr2-(ptr2/2)] = matrix_input[ptr2] * matrix_input[ptr2+1];
        end
    end
    else begin:ImparesProducto
        for (ptr2 = 0 ;ptr2<N_WORD_POT2-1 ;ptr2 = ptr2+2) begin
            assign multi[ptr2-(ptr2/2)] = matrix_input[ptr2] * matrix_input[ptr2+1];
        end
        assign multi[N_WORD_POT2/2] = {{NB_DATA{matrix_input[N_WORDS-1][NB_DATA-1]}},matrix_input[N_WORDS-1]};  
    end
endgenerate
wire signed [NB_DATA*2 + $clog2(N_WORDS/2) - 1:0] adder_vect        [(N_WORD_POT2/2) - 1 : 0];  
wire signed [NB_DATA*2 + $clog2(N_WORDS/2) - 1:0] adder_vect_aux    [(N_WORD_POT2/2) - 1 : 0];  
wire signed [NB_DATA*2 + $clog2(N_WORDS/2) - 1:0] o_data_aux ;  
generate
    genvar ptr3,ptr4;
    if(N_WORDS==1)begin
        assign adder_vect[0] = multi[0];
        assign o_data_aux = adder_vect[0][NB_DATA-1:0];
    end
    else if(N_WORDS%2==0)begin:ParSuma
        for (ptr4 = 0;ptr4<$clog2(N_WORD_POT2/2) ;ptr4=ptr4+1) begin
            for (ptr3 = 0 ;ptr3 < (N_WORD_POT2/4)/(2**ptr4) ;ptr3 = ptr3+1 ) begin  
                if (ptr4==0) begin
                    assign adder_vect_aux[ptr3] = multi[2*ptr3] + multi[(2*ptr3)+1];
                    assign adder_vect[ptr3] = {{$clog2(N_WORDS/2){adder_vect_aux[ptr3][NB_DATA*2-1]}},adder_vect_aux[ptr3][NB_DATA*2-1 -: NB_DATA*2]};
                end
                else begin
                    assign adder_vect_aux[ptr3 + N_WORD_POT2/2 - ((N_WORD_POT2/2)/(2**ptr4))] = adder_vect[2*ptr3 + N_WORD_POT2/2 - (N_WORD_POT2/(2**ptr4))] + adder_vect[2*ptr3 + N_WORD_POT2/2 - (N_WORD_POT2/(2**ptr4)) + 1];
                    assign adder_vect[ptr3 + N_WORD_POT2/2 - ((N_WORD_POT2/2)/(2**ptr4))] = {{$clog2(N_WORDS/2)-ptr4{adder_vect_aux[ptr3 + N_WORD_POT2/2 - ((N_WORD_POT2/2)/(2**ptr4))][NB_DATA*2 + ptr4 -1]}},adder_vect_aux[ptr3 + N_WORD_POT2/2 - ((N_WORD_POT2/2)/(2**ptr4))][NB_DATA*2 + ptr4 -1 -: NB_DATA*2 + ptr4]};
                end
            end 
        end
        assign o_data_aux = adder_vect[(N_WORD_POT2/2) - 1 - 1];
    end
    else begin
        for (ptr4 = 0;ptr4<$clog2(N_WORD_POT2/2) ;ptr4=ptr4+1) begin
            for (ptr3 = 0 ;ptr3 < (N_WORD_POT2/4)/(2**ptr4) ;ptr3 = ptr3+1 ) begin  
                if (ptr4==0) begin
                    assign adder_vect[ptr3] = multi[2*ptr3] + multi[(2*ptr3)+1]; 
                end
                else begin
                    assign adder_vect[ptr3 + N_WORD_POT2/2 - ((N_WORD_POT2/2)/(2**ptr4))] = adder_vect[2*ptr3 + N_WORD_POT2/2 - (N_WORD_POT2/(2**ptr4))] + adder_vect[2*ptr3 + N_WORD_POT2/2 - (N_WORD_POT2/(2**ptr4)) + 1];
                end
            end 
        end
        assign o_data_aux = multi[N_WORD_POT2/2] + adder_vect[(N_WORD_POT2/2) - 1 - 1];
    end
endgenerate
assign o_data = o_data_aux;
endmodule
$ cat ./run.sh
#!/bin/bash
# OpenROAD 26Q1-2900-gdf79404cd8, Yosys 0.63+post, stock flow scripts
make -C /OpenROAD-flow-scripts/flow DESIGN_CONFIG=/design/flow/config.mk WORK_HOME=/design/flow/orfs finish
==> notes.md <==
impl run done, here's what came out: drt wl/cell around 15 um, hold depth 6, largest net degree at the start of global routing 10, max-slew violations 0, Die H between 200 and 250 um, Post-CTS Setup Bufs 0, Netlist Area Pre-Place 22200 um2, GP Congestion 0.891, Yosys Chip Area 22200 um2, critical path class in -> out, Total Negative Setup Slacks 0 ps, DP Cell Count 3131, crit path DRT roughly 11000 ps, drt pass-1 iters 5, die width 213 um, CORE AREA between 40000 and 50000 um2, Yosys warnings 1, Final Cycle Share 0.975, number of global-route vias before repair 16400, worst slew pin tran 597 ps, post-cts hold buffer count 0, Syn Inst Count 2392, Layout area overhead 10.7%, syn avg cell area 9.30 um2, HP Class in -> out, peak fanout along the critical path 8, RSZ-0062 raised after global routing no, initial antenna violation count 0, placed wire-length estimate 42300 um, Non-Filler Instances 3131, final setup violation count 0, first-pass GRT wire length 80900 um, FF/Latch Area 0 um2, final hold vios 0, Top Ports 147, Hold Path Origin i_data[56], die area 45300 um2, CP Launch Point i_data[38], tool warnings 36, final WL 46000 um, Antenna Cells 0, top cells by area, synth fa_1 (52%), ha_1 (13%), inv_1 (12%), gr usage total 0.244, GR Overflow Total 0, Max Cap Viol 0, Synth area leader fa_1, row count 76, Worst setup EP type output pin, Initial Util 0.512, # Cells Yosys roughly 2400, DRC errors left 0, Distinct lib cells used 45, min Tclk post-route 13850 ps, Slew headroom 0.602, proportion of layout cells with a drive suffix above 1 0.0149, FFs & Latches 0, outcome complete, no violations, post-route ant nets 0, DR vias 15200, crit start category primary input, # clk buffers 0, Dominant cell area share 0.516, Hold Path End o_data[0], Seq share, synth 0, via density per instance 4.85, count of input and output buffers 147, Iter 0 DRT Violations around 550, arrival time worst endpoint 11010 ps, Max Fclk 72.2 MHz
[cell families after synthesis]
group                      after synthesis  synth area share
AOI/OAI and AO/OA                      174            0.0519
and+or+nand+nor                        612             0.142
xor gates and xnor gates               114            0.0449
buffers and inverters                  690             0.117
adders and majority gates              802             0.644
[stage by stage]
stage | setup slack (ps) | instance area, um2 | hold WS, ps | utilization
global route | 8.16 | 24600 | 7210 | 0.567
global placement | 264 | 24500 | 7310 | 0.564
finish | 355 | 24600 | 7100 | 0.567
detailed placement | 178 | 24500 | 7280 | 0.564
CTS | 139 | 24500 | 7300 | 0.564
floorplan | 1590 | 22200 | 5980 | -
[worst max-delay path, cell delays in order]
cell and delay (ps):
clkdlybuf4s50_1 570, and2_1 260, fa_1 530, inv_1 50, fa_1 490, fa_1 520, inv_1 50, fa_1 530
fa_1 510, inv_1 50, fa_1 480, inv_1 40, ha_1 320, o21a_1 130, nor2_1 50, a21o_1 180
o311a_1 340, a311oi_1 310, buf_4 200, fa_1 430, fa_1 490, inv_1 40, ha_1 240, nor4_1 270
o21ai_1 160, a41oi_2 220, xnor2_1 180, clkdlybuf4s50_1 510
[area by class of cell]
class	instances	area (um2)
multi-input cells	1702	19700
inverters	687	2590
well taps	585	732
repair buffers	157	1610
fillers	3870	18800
[layer usage]
layer,track usage,part of all wire
met3,0.0535,0.061
met2,0.370,0.47
met1,0.407,0.46
met5,0,0
met4,0.0208,0.0094
[worst max-delay path by stage]
stage | end | slack (ps) | depth (start not counted)
final | o_data[17] | 350 | 28
after global routing | o_data[17] | 8 | 31
after CTS | o_data[16] | 140 | 27
[what timing repair did]
item / 4_1_cts / 5_1_grt
setup endpoints to repair: 0 / 5
hold endpoints to repair: 0 / 0
gates resized: 0 / 41
[synthesized netlist by cell type (6+ instances only)]
library cell,count
nor2_1,60
o21bai_1,6
nand2b_1,22
o21a_1,24
a21o_1,21
xor2_1,28
nor3_1,23
nor2b_1,12
inv_1,683
fa_1,573
a21oi_1,40
a31oi_1,7
and2_1,280
ha_1,229
nand2_1,198
xnor2_1,86
o21ai_0,36
a211oi_1,9
[cells in the final DEF, fill, tap and decap left out, types with 35 or more instances in the layout]
master           count
and2_1             278
fa_1               572
a21oi_1             38
inv_1              682
clkdlybuf4s50_1    123
ha_1               229
nor2_1              60
xnor2_1             84
nand2_1            198
o21ai_0             35
